## /design/flow/design.v

```verilog
module bcdadd(sum, car, a, b, cin);
  input cin;
  input [3:0] a, b;
  output reg [3:0] sum;
  output reg car;
  reg [4:0] temp;   
  wire [6:0] sumseg;
 wire [6:0] carseg;
  always @(*) begin
    temp = a + b + cin;
    if (temp > 9) begin
      temp = temp + 6;
      car = 1;
      sum=temp;
    end else begin
      car = 0;
      sum=temp;
    end
  end
seg_7 su (sumseg,sum);
seg_7 ca (carseg,{3'd0,car});
endmodule
module seg_7(y,x);
output reg [6:0] y;
input [3:0] x;
always@(*)begin
case(x)
            4'd0 : y = 7'b1111110;
            4'd1 : y = 7'b0110000;
            4'd2 : y = 7'b1101101;
            4'd3 : y = 7'b1111001;
            4'd4 : y = 7'b0110011;
            4'd5 : y = 7'b1011011;
            4'd6 : y = 7'b1011111;
            4'd7 : y = 7'b1110000;
            4'd8 : y = 7'b1111111;
            4'd9 : y = 7'b1111011;
endcase
end
endmodule
```

## /design/flow/run.sh

```bash
#!/bin/bash
# OpenROAD 26Q1-2900-gdf79404cd8, Yosys 0.63+post, stock flow scripts
make -C /OpenROAD-flow-scripts/flow DESIGN_CONFIG=/design/flow/config.mk WORK_HOME=/design/flow/orfs finish
```

## /design/flow/config.mk

```make
export PLATFORM = sky130hd
export DESIGN_NAME = bcdadd
export DESIGN_NICKNAME = bcdadd
export VERILOG_FILES = /design/flow/design.v
export SDC_FILE = /design/flow/constraint.sdc
export NUM_CORES = 4
export LEC_CHECK = 1
export CORE_AREA = 10 10 70 70
export DIE_AREA = 0 0 80 80
```

## /design/flow/constraint.sdc

```tcl
current_design bcdadd

set clk_period 6.5
set clk_io_pct 0.2

create_clock -name clk0 -period $clk_period

set non_clock_inputs [all_inputs -no_clocks]
set_input_delay [expr $clk_period * $clk_io_pct] -clock clk0 $non_clock_inputs
set_output_delay [expr $clk_period * $clk_io_pct] -clock clk0 [all_outputs]
```

==> run summary <==
Implementation results

The count of final hold-check violations is 0. The stage logs contain a warning count of 32. The achievable clock frequency is roughly 180 MHz. Summing all placed instances gives a cell area of ~400 um2. The number of search-and-repair iterations in the first detailed-routing pass is 2. For the pin with the worst max-slew slack, the measured transition is 0.389 ns. The die outline width is roughly 80 um. Yosys reports a chip area of 211 um2.

Internal power comes to 0.0000337 W. The cell count after synthesis is 22. Counting both buffers and inverters, the worst setup path holds a total of 2.

The first global-routing pass estimated roughly 1000 um of wire. The number of antenna violations at the first check in global routing is 0. The start-to-end type of the worst setup path is in2out. The total of cells resized after clock tree synthesis is 0. The routed length per instance is 7.51 um. Setup repair after global routing left no endpoint under its margin. The routed length on met1 is about 290 um.

14 I/O pins were placed. The power per standard cell area is around 130 nW/um2. The post-CTS setup buffer count is 0. The worst path in the final design needs a cycle of 5.59 ns, including I/O delays and setup. The number of different library cells in the post-synthesis netlist is 14.

The post-synthesis cell type with the largest combined area is sky130_fd_sc_hd__ha_1. The sequential cells in the finished layout cover a total of 0 um2. After detailed routing, the number of vias per cell comes to ~2.5. The count of pins over their slew limit is 0. The cell sequence reported for the critical path is clkdlybuf4s50_1 -> fa_1 -> fa_1 -> xnor2_1 -> ha_1 -> a31o_1 -> o31ai_4 -> mux2i_1 -> clkdlybuf4s50_1. The main area contributors are sky130_fd_sc_hd__ha_1 24%, sky130_fd_sc_hd__fa_1 19%, sky130_fd_sc_hd__o31ai_4 10%. For this design the static power due to leakage is about 0.15 nW. The element type at the critical path end is an output port. OpenROAD reports that the post-layout worst path occupies around 86% of the period.

The area growth from synthesis to layout is 93.5%. The switching portion of total power is between 30 and 40%. The total congestion overflow after global routing is 0.

Entering global routing, the biggest net connects 5 pins. The run reported a max-capacitance violation count of 0. The proportion of power drawn by combinational gates is around 100%. The number of antenna repair diodes is 0. The count of unresolved DRC violations after routing is 0. The average cell area after synthesis is approximately 9.6 um2.

The met2 wirelength from detailed routing is roughly 160 um. Signal routing reaches up to met3. Once detail routing completed, the nets flagged for antenna violations numbered 0.

The core utilization at floorplan is 6.19%. The type of the tightest min-delay check is in2out. The fraction of power consumed by the clock network is 0%. The data required time reported for the critical path is approximately 5.2 ns. The count of input and output buffers is 14.

In the placement report, post-DP HPWL is listed as between 500 and 600 um. In this run, flip-flops and latches consume 0% of the power. In this run the worst path has a maximum fanout of 3. For this design, Yosys synthesis ends with a cell count of 22. Yosys reports that the leading cell type by area covers between 20% and 30% of the netlist area. The library cell with the highest instance count after synthesis is sky130_fd_sc_hd__ha_1. The number of global-route vias before repair is about 210.

The largest voltage drop on the vdd net is 0.0000256 V. The chip footprint is around 6400 um2. The post-route utilization of the core is recorded as a little under an eighth. The critical path's slowest cell is sky130_fd_sc_hd__clkdlybuf4s50_1. STA classifies the critical path startpoint as an input port. The final setup violation count is 0. Total power for the finished layout comes to 0.0000526 W. The count of clock buffers in the final design is 0. Global routing consumed, over all layers together, ~1.9% of the routing resources. The initialized floorplan defines 21 standard-cell rows.

Counting instances in the post-synthesis netlist gives the leading cell types as 4 x sky130_fd_sc_hd__ha_1, 3 x sky130_fd_sc_hd__a21oi_1, 2 x sky130_fd_sc_hd__fa_1, 2 x sky130_fd_sc_hd__inv_1, 2 x sky130_fd_sc_hd__xnor2_1. The layout summary lists the proportion of cells stronger than drive strength 1 as between 5 and 6%. The number of DRC markers after the initial detailed-route iteration is 1. The count of placed standard cells including taps is 82. The beginning of the worst hold path is cin.

The end point of the most critical hold path is sum[0]. The headroom to the max-slew limit is ~73%. The sequential cell count is 0. The run finished with clean final reports. Per STA, the highest per-stage delay on the worst path measures between 0.4 and 0.5 ns.

According to the floorplan report, the placeable core area is around 3400 um2. The congestion estimate from routability-driven global placement came to 0.818. The summed area of non-filler cells in the final layout is slightly above 400 um2. The cell count of the worst hold path is 3. The number of cells in the finished layout apart from fillers is roughly 80. Yosys printed 2 warnings. The met3 wire length is 166 um.

The switching power is 0.0000188 W. The aggregate negative setup slack is 0 ns. The height of the die is roughly 80 um. After synthesis, flip-flops and latches occupy 0% of the total area. The cell family contributing the most delay on the critical path is adder cells. The total number of vias is ~200. Data on the critical path arrives at its endpoint at around 4.3 ns.

The area of the mapped netlist is between 200 and 250 um2. The wire length reported by the detailed router is 616 um. The number of filler cells placed in the layout is ~400. After clock tree synthesis, the flow added hold-fix buffers numbering 0.
-- tightest hold or removal path, delay by kind of cell --
kind,cells,cell delay [ns]
buf+inv,2,0.95
fa+ha+maj,1,0.18
-- power by group through the flow --
stage         Clock, W  Combinational, W  Sequential [W]
global route         0         0.0000591               0
finish               0         0.0000526               0
CTS                  0         0.0000533               0
-- logic make-up (layout without fill, tap and decap cells) --
group	count (synthesis)	after routing	share of synthesized area [%]
AND-OR/OR-AND	8	8	32.5
multiplexers	1	1	4.73
adder cells (fa/ha/maj)	6	6	42.6
buffers and inverters	2	16	3.55
AND/OR/NAND/NOR	3	3	8.29
XOR/XNOR	2	2	8.29
-- routing by layer --
metal	vias up	track usage, %
li1	113	-
met1	76	2.51
met2	12	2.41
met3	0	1.48
met4	0	0
met5	-	0
-- worst max-delay path by stage --
stage     start      to  slack, ns  cells after the start
4_1_cts    a[0]  sum[2]       0.89                      9
5_1_grt    a[0]  sum[2]       0.73                      9
6_report   a[0]  sum[2]       0.91                      9
-- final cells by class --
cell class | instances | area, um2 | share of cell area (%)
inverter | 2 | 7.51 | 1.83
multi-input combinational | 20 | 204 | 49.8
tap | 46 | 57.6 | 14.1
timing repair buffer | 14 | 140 | 34.3
-- cell usage in the layout (no fill, tap or decap) --
master / count
sky130_fd_sc_hd__o31ai_4: 1
sky130_fd_sc_hd__a21oi_1: 3
sky130_fd_sc_hd__inv_1: 2
sky130_fd_sc_hd__a21o_2: 1
sky130_fd_sc_hd__clkdlybuf4s50_1: 14
sky130_fd_sc_hd__ha_1: 4
sky130_fd_sc_hd__fa_1: 2
sky130_fd_sc_hd__xnor2_1: 2
sky130_fd_sc_hd__mux2i_1: 1
sky130_fd_sc_hd__nor2b_1: 1
sky130_fd_sc_hd__a2111oi_0: 1
sky130_fd_sc_hd__a31o_1: 1
sky130_fd_sc_hd__o22ai_1: 1
sky130_fd_sc_hd__and3_1: 1
sky130_fd_sc_hd__nand3_1: 1
-- through the flow --
| stage | setup slack [ns] | hold WS, ns |
|---|---|---|
| 2_1_floorplan | 2.02 | 2.73 |
| 3_3_place_gp | 0.921 | 3.73 |
| 3_5_place_dp | 0.897 | 3.75 |
| 4_1_cts | 0.885 | 3.74 |
| 5_1_grt | 0.734 | 3.79 |
| 6_report | 0.908 | 3.73 |
No activity file was given, so power comes from the tool's default toggle rates.
