===== ./run.sh =====
#!/bin/bash
# OpenROAD 26Q1-2900-gdf79404cd8, Yosys 0.63+post, stock flow scripts
make -C /OpenROAD-flow-scripts/flow DESIGN_CONFIG=/design/flow/config.mk WORK_HOME=/design/flow/orfs finish

===== ./config.mk =====
export PLATFORM = sky130hd
export DESIGN_NAME = crc_generator
export DESIGN_NICKNAME = crc_generator
export VERILOG_FILES = /design/flow/design.v
export SDC_FILE = /design/flow/constraint.sdc
export NUM_CORES = 4
export LEC_CHECK = 1
export CORE_AREA = 10 10 82 82
export DIE_AREA = 0 0 92 92

===== ./constraint.sdc =====
current_design crc_generator

set clk_period 3.2
set clk_io_pct 0.2

create_clock -name clk0 -period $clk_period [get_ports {clk}]

set non_clock_inputs [all_inputs -no_clocks]
set_input_delay [expr $clk_period * $clk_io_pct] -clock clk0 $non_clock_inputs
set_output_delay [expr $clk_period * $clk_io_pct] -clock clk0 [all_outputs]

===== ./design.v =====
module crc_generator #(parameter WIDTH = 8, parameter POLY = 8'h07) (
    input wire clk,
    input wire reset,
    input wire data_valid,
    input wire [7:0] data_in,
    output reg [WIDTH-1:0] crc_out
);
    reg [WIDTH-1:0] crc;
    always @(posedge clk or posedge reset) begin
        if (reset) begin
            crc <= 0;
        end else if (data_valid) begin
            crc <= next_crc(crc, data_in);
        end
    end
    always @(*) begin
        crc_out = crc;
    end
    function [WIDTH-1:0] next_crc;
        input [WIDTH-1:0] current_crc;
        input [7:0] data_byte;
        reg [WIDTH-1:0] temp_crc;
        reg [7:0] temp_data;
        integer i;
        begin
            temp_crc = current_crc;
            temp_data = data_byte;
            for (i = 0; i < 8; i = i + 1) begin
                if ((temp_crc[WIDTH-1] ^ temp_data[7]) == 1'b1)
                    temp_crc = (temp_crc << 1) ^ POLY;
                else
                    temp_crc = temp_crc << 1;
                temp_data = temp_data << 1;
            end
            next_crc = temp_crc;
        end
    endfunction
endmodule

==> summary.txt <==
The run has ended; figures from its reports follow.

The switching component of the power was reported as 294 uW. The reg2reg setup slack is 1490 ps. The count of warnings emitted by yosys came out at 1. The via count of the first global-routing pass was 438. For this design, Yosys synthesis ends with a cell count of 48. The post-layout worst setup margin is 927 ps.

The count of clock tree sinks is 8. The final hold violation count came out at 0. The ratio of routed vias to standard cells is 2.71. The pre-CTS setup slack is 684 ps. The final setup skew is 2.25 ps.

The final global-route overflow total came out at 0. The final-report setup violation count came out at 0. In this run the vertical extent of the chip is 92 um. In the setup report, the worst path falls into the class primary input to register.

Per Yosys stat, the portion of area used by sequential elements is 0.352. The final weighted congestion in routability-driven placement came out at 0.704. Detailed-route iteration 0 reported a violation count of 17.

Each instance of the synthesized netlist takes up on average 11.8 um^2. The proportion of total power due to net switching came out at 0.319. The post-synthesis instance area is 568 um^2. The worst setup path is captured at a register. The number of routed nets with antenna violations came out at 0. Before antenna repair, the detailed router went through 2 iterations. The share of layout cells above drive strength 1 came out at 0.0882. The worst setup path is launched from a primary input. The number of synthesized register bits is 8. The min-delay analysis places its worst path in the category register to register. The post-CTS resize count is 0. The share of the core filled with cells came out at 0.170. Entering global routing, the biggest net connects 13 pins.

The first-pass GRT wire length is 2.24 mm. The later-pin clock latency in the skew report came out at 230 ps. The slew at the pin closest to its max-slew limit came out at 416 ps.

The hold path startpoint is crc[5]$_DFFE_PP0P_. The floorplan die width came out at 92 um. The worst register-to-register path begins at crc[7]$_DFFE_PP0P_. The core area is 5070 um^2.

The critical path starts at data_in[7]. The detailed router reported a total wirelength of 1.33 mm. The required arrival time at the worst endpoint is 3350 ps. After clock tree synthesis, the flow added hold-fix buffers numbering 0. Of the total power, the clock network draws 0.130. In this run the maximum-capacitance check reported violations numbering 0. The final worst-path cycle share came out at 0.710. The post-synthesis cell type count came out at 15. The number of design rule violations left after detail routing came out at 0.

The average detailed-routed wire length per instance came out at 9.62 um. Ranked by flip-flop count, first place goes to crc. For reference, the final report shows the max-slew violation count at 0.

The power density over the cells came out at 1070 nW/um^2. The run finished with clean final reports. The TritonCTS clock tree is built. The all-layer global routing usage came out at 0.0337.

The number of I/O pins is 19. The initial antenna violation count is 0. The post-layout instance count excluding filler cells is 138. Buffers placed on the I/O ports in this run total 18.

The arrival time of data at the worst endpoint is listed as 2420 ps. The portion of total power attributed to sequential cells is 0.244. The maximum net fanout on the critical path is 3. The number of buffers on the longest clock path is 2.

Compared with the post-synthesis result, the final layout area differs by 52.0%. The clock edge transition at the registers on the reported setup and hold paths came out at 40 ps. The number of placement rows came out at 26. The internal cell power is 628 uW. Once the clock tree was built, the setup fixing pass inserted 0 buffers. The maximum achievable frequency is 440 MHz. The stage logs contain a warning count of 25. The cell count after placement came out at 135. The registers reported with the highest flop counts are crc x8. In this run the clock root is driven by a clkbuf_8. The CTS H-tree depth came out at 1. The summed negative setup slack over all endpoints is 0 ps. The overall die area is 8460 um^2.

The antenna diode instance count came out at 0. The core utilization at floorplan came out at 0.112. The minimum clock period after layout came out at 2270 ps. The leakage power summed over all cells came out at 0.362 nW. Setup repair after global routing left no endpoint under its margin.

The post-synthesis chip area from yosys came out at 568 um^2. The peak supply drop is 0.370 mV. The share of power burned in combinational logic is 0.627. The HPWL after detailed placement came out at 1.08 mm. The number of flip-flops under the largest register name is 8.

The headroom to the max-slew limit is 0.722. The total via count after detailed routing came out at 374. Clock tree synthesis inserted a total of 3 buffers.

The post-synthesis instance total is 48.
## Yosys cell counts
cell	count	area share
xor3_1	1	0.042
and2_2	1	0.013
xnor3_2	1	0.042
nor2_1	5	0.033
a21oi_1	3	0.026
nand2_1	3	0.020
xor2_1	6	0.093
mux2i_1	2	0.035
xnor2_1	11	0.17
dfrtp_1	8	0.35
xnor3_1	2	0.079
clkbuf_8	1	0.024
inv_1	2	0.013
xor3_2	1	0.044
or2b_1	1	0.013
## routing by layer
layer,vias to the layer above,routed length [um],GRT usage
li1,193,-,-
met1,164,660,0.0472
met2,17,463,0.0400
met3,0,202,0.0288
met4,0,0,0
met5,-,0,0
## placed cells by master, fill, tap and decap left out
cell type | Yosys | final
clkdlybuf4s50_1 | 0 | 18
xnor2_1 | 11 | 11
dfrtp_1 | 8 | 8
xor2_1 | 6 | 6
nor2_1 | 5 | 5
a21oi_1 | 3 | 3
nand2_1 | 3 | 3
clkbuf_8 | 1 | 3
inv_1 | 2 | 2
xnor3_1 | 2 | 2
mux2i_1 | 2 | 2
xnor3_2 | 1 | 1
and2_2 | 1 | 1
xor3_2 | 1 | 1
or2b_1 | 1 | 1
xor3_1 | 1 | 1
## power groups by stage
stage	registers (mW)	clock network (mW)	logic, mW
4_1_cts	0.225	0.123	0.591
5_1_grt	0.235	0.131	0.640
6_report	0.225	0.120	0.577
## per-stage QoR
step                total power, mW  area (um^2)  hold slack [ps]
floorplan                     0.634          568              443
global placement              0.805          822              490
detailed placement            0.811          822              490
CTS                           0.939          863              495
global route                   1.01          863              538
finish                        0.921          863              494
## final cells by class
type                    count  area, um^2
well taps                  70        87.6
repair buffers             18         180
flip-flops and latches      8         200
multi-input cells          37         347
clock buffers               3        41.3
inverters                   2        7.51
fillers                   579        4210
## cells by family after synthesis
logic type,Yosys count,synth area share
simple gates,10,0.0793
compound gates,3,0.0264
buf+inv,3,0.0374
flops,8,0.352
mux,2,0.0352
xor+xnor,22,0.469
## path summary, 6_finish.rpt
path | end | depth (start not counted)
max in group asynchronous | crc[4]$_DFFE_PP0P_ | 2
worst min-delay path | crc[5]$_DFFE_PP0P_ | 1
worst max register to register | crc[3]$_DFFE_PP0P_ | 4
worst min register to register | crc[5]$_DFFE_PP0P_ | 1
min in group asynchronous | crc[0]$_DFFE_PP0P_ | 2
worst max-delay path | crc[3]$_DFFE_PP0P_ | 5
## worst max-delay path: stages
cell and delay [ps]:
clkdlybuf4s50_1 530, xnor3_2 480, xor3_2 420, mux2i_1 200, xor2_1 150
Power and IR drop assume default switching activity.
