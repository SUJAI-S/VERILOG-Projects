<file path="/design/flow/design.v">
module uart_rx (
    input wire clk,
    input wire rst_n,
    input wire rx_in,
    output reg [7:0] rx_data,
    output reg rx_data_ready
);
    parameter BAUD_TICKS = 434; 
    reg [3:0] bit_index;
    reg [15:0] baud_count;
    reg [7:0] rx_shift_reg;
    reg [1:0] state;
    reg rx_in_sync;
    localparam IDLE = 2'b00, START = 2'b01, DATA = 2'b10, STOP = 2'b11;
    always @(posedge clk or negedge rst_n) begin
        if (!rst_n) begin
            rx_data <= 8'd0;
            rx_data_ready <= 0;
            state <= IDLE;
            baud_count <= 0;
            bit_index <= 0;
        end else begin
            rx_data_ready <= 0;
            rx_in_sync <= rx_in;
            case (state)
                IDLE: begin
                    if (rx_in_sync == 0) begin  
                        baud_count <= BAUD_TICKS / 2;
                        bit_index <= 0;
                        state <= START;
                    end
                end
                START: begin
                    if (baud_count > 0)
                        baud_count <= baud_count - 1;
                    else begin
                        baud_count <= BAUD_TICKS - 1;
                        state <= DATA;
                    end
                end
                DATA: begin
                    if (baud_count > 0)
                        baud_count <= baud_count - 1;
                    else begin
                        baud_count <= BAUD_TICKS - 1;
                        rx_shift_reg <= {rx_in_sync, rx_shift_reg[7:1]};
                        if (bit_index == 7)
                            state <= STOP;
                        else
                            bit_index <= bit_index + 1;
                    end
                end
                STOP: begin
                    if (baud_count > 0)
                        baud_count <= baud_count - 1;
                    else begin
                        rx_data <= rx_shift_reg;
                        rx_data_ready <= 1;
                        state <= IDLE;
                    end
                end
            endcase
        end
    end
endmodule
</file>
<file path="/design/flow/run.sh">
#!/bin/bash
# OpenROAD 26Q1-2900-gdf79404cd8, Yosys 0.63+post, stock flow scripts
make -C /OpenROAD-flow-scripts/flow DESIGN_CONFIG=/design/flow/config.mk WORK_HOME=/design/flow/orfs finish
</file>
<file path="/design/flow/config.mk">
export PLATFORM = sky130hd
export DESIGN_NAME = uart_rx
export DESIGN_NICKNAME = uart_rx
export VERILOG_FILES = /design/flow/design.v
export SDC_FILE = /design/flow/constraint.sdc
export NUM_CORES = 4
export LEC_CHECK = 1
export CORE_UTILIZATION = 40
</file>
<file path="/design/flow/constraint.sdc">
current_design uart_rx

set clk_period 5.8
set clk_io_pct 0.2

create_clock -name clk0 -period $clk_period [get_ports {clk}]

set non_clock_inputs [all_inputs -no_clocks]
set_input_delay [expr $clk_period * $clk_io_pct] -clock clk0 $non_clock_inputs
set_output_delay [expr $clk_period * $clk_io_pct] -clock clk0 [all_outputs]
</file>
==> run summary <==
Status: complete, no violations
Worst path slowest cell: and4_1
Buf/Inv on CP: 1
Cell row count: 27
Via count: 1689
Worst EP arrival: 2.66 ns
GP Congestion: 0.9251
Synth Area per Inst: 10.95 sq um
Port-buffer cells: 11
Global-route wire length before repair: 8121 microns
Sink Count: 42
Antenna violations before repair: 0
Via density per instance: 5.844
Clk slew on worst S/H paths: 0.09 ns
HP Class: reg2reg
Cts repair resizes: 0
Leak: 1.149 nW
Final setup TNS: 0 ns
Final min period: 2.687 ns
Yosys chip area: 2266 sq um
Layout area overhead: 10.05%
Final hold vios: 0
Finished Layout Cells: 289
Main flop type: dfrtp_1
TritonCTS Buffers: 5
H-tree depth: 2
Cell count listed in synth_stat.txt: 207
Core ar.: 5473 sq um
Vert. Die Dim: 77.27 microns
Synth Seq Share: 48.43%
Register Area: 1097 sq um
Max Root-Sink Buffers: 2
Post-CTS Hold Buffers: 0
Die ar.: 5970 sq um
Final ANT Viol Nets: 0
Post-CTS setup buffer count: 0
Max reg flops: 16
CP Data Required Time: 5.77 ns
Setup Viol. Count Final: 0
FP Core Util: 41.40%
Max stage delay on crit path: 0.79 ns
Comb area: 1051 sq um
Worst ir drop on vdd: 0.00009918 V
Max frequency: 372.2 MHz
Tightest Pin Transition: 0.7740 ns
Max Slew Vio Count: 0
Worst Skew: 0.007599 ns
Vias in the first global route: 1609
Cell Area, Synth: 2266 sq um
Asr flop ratio synth: 78.57%
Post-DR wirelength/cell: 16.23 microns
DR pass1 iterations: 4
Dominant delay contributor by cell family on the critical path: simple AND/OR/NAND/NOR gates
Power per cell area: 202.2 nW/um^2
RSZ-0062 raised after global routing: false
Total wire length: 4690 microns
Worst setup EP type: register
Overall Global Routing Usage: 17.55%
CP Class: reg2reg
CP Launch Type: register
Die X: 77.27 microns
CTS root buf: clkbuf_8
Synth flops: 42
CP Cell Sequence: inv_1 > ha_1 > nor4b_1 > and4_1 > and3_1
Drt first-iter violations: 128
Filler cell count: 529
Fraction of layout cells with a size suffix above 1: 14.29%
TritonCTS clock tree: yes
Placed insts: 281
Max-Cap Viols: 0
Worst skew pair latency: 0.30 ns
Final Util: 45.56%
Largest net degree at the start of global routing: 36
# DRC: 0
Distinct lib cells: 55
EDFF count, synth: 9
CP max FO: 17
Max_slew headroom: 48.40%
Global route overflow: 0
Tcrit/Tclk final: 46.33%
Ys Warns: 1
Tool warnings: 26
Final HPWL DP: 3092 microns
Io pins: 12
Antenna Cells: 0
Post-Syn Instances: 207
-- cell usage after synthesis, drive strengths merged, types with 2 or more instances --
cell type / number / area [sq um]
dfrtp: 32 / 800.8
o21ai: 15 / 78.83
nand2: 14 / 68.82
inv: 11 / 41.29
edfxtp: 9 / 270.3
nor2: 9 / 33.78
nor3: 9 / 50.05
nor4: 9 / 77.57
buf: 8 / 65.06
mux2: 8 / 120.1
a211o: 6 / 52.55
and3: 5 / 31.28
nand3: 5 / 25.02
o211ai: 5 / 37.54
a31oi: 4 / 25.02
nand4: 4 / 25.02
clkbuf: 3 / 11.26
ha: 3 / 37.54
nand3b: 3 / 22.52
nor3b: 3 / 22.52
nor4b: 3 / 26.28
o31ai: 3 / 22.52
or3: 3 / 18.77
or4: 3 / 26.27
a211oi: 2 / 15.01
a21oi: 2 / 10.01
a22o: 2 / 17.52
a41oi: 2 / 17.52
and4: 2 / 17.52
nor2b: 2 / 12.51
o211a: 2 / 20.02
o311ai: 2 / 17.52
-- metal layers --
layer / GRT usage, % / vias up / routed length, microns
li1: - / 820 / -
met1: 30.56 / 819 / 2442
met2: 24.42 / 43 / 2002
met3: 2.781 / 7 / 186
met4: 2.453 / 0 / 59
met5: 0 / - / 0
-- cells by family after synthesis --
family                     count (synthesis)  share of synthesized area [%]
and+or+nand+nor                           77                          21.15
AOI/OAI and AO/OA                         54                          17.84
DFF                                       42                          48.43
buffers and inverters                     22                          5.190
muxes                                      9                          5.743
adders and majority gates                  3                          1.657
-- placed cells by master, fill, tap and decap left out, types with 4 or more instances in the layout --
| cell | Yosys | routed |
|---|---|---|
| nor4_1 | 7 | 7 |
| a211o_1 | 6 | 6 |
| mux2_4 | 8 | 8 |
| a31oi_1 | 4 | 4 |
| inv_1 | 11 | 11 |
| o21ai_0 | 12 | 12 |
| nor2_1 | 9 | 9 |
| clkbuf_8 | 0 | 5 |
| edfxtp_1 | 9 | 9 |
| dfrtp_1 | 32 | 32 |
| nor3_1 | 8 | 8 |
| o211ai_1 | 5 | 5 |
| nand4_1 | 4 | 4 |
| clkdlybuf4s50_1 | 0 | 10 |
| nand2_1 | 13 | 13 |
| and3_1 | 5 | 5 |
| nand3_1 | 5 | 5 |
-- stage by stage --
step	setup slack (ns)	hold WS (ns)	total power, mW	area [sq um]
after floorplan	3.686	0.4266	0.3080	2266
after global placement	3.203	0.4442	0.3146	2400
after detailed placement	3.134	0.4384	0.3147	2400
after CTS	3.136	0.4683	0.5141	2494
after global routing	2.921	0.4769	0.5242	2494
final	3.113	0.4642	0.5042	2494
-- area by class of cell --
| cell class | instances | area share, % |
|---|---|---|
| Tap cell | 72 | 3.613 |
| Timing Repair Buffer | 13 | 4.817 |
| Inverter | 11 | 1.656 |
| Clock inverter | 3 | 1.004 |
| Sequential cell | 42 | 44.00 |
| Multi-Input combinational cell | 143 | 42.15 |
| Clock buffer | 5 | 2.760 |
-- final timing paths --
kind | slack [ns] | cells past startpoint | to | start
min in group asynchronous | 0.87 | 2 | baud_count[3]$_DFFE_PN0P_ | rst_n
min reg2reg | 0.46 | 0 | rx_shift_reg[4]$_DFFE_PP_ | rx_shift_reg[5]$_DFFE_PP_
min | 0.46 | 0 | rx_shift_reg[4]$_DFFE_PP_ | rx_shift_reg[5]$_DFFE_PP_
max in group asynchronous | 4.58 | 2 | state[0]$_DFF_PN1_ | rst_n
max reg2reg | 3.11 | 5 | rx_shift_reg[1]$_DFFE_PP_ | baud_count[0]$_DFFE_PN0P_
max | 3.11 | 5 | rx_shift_reg[1]$_DFFE_PP_ | baud_count[0]$_DFFE_PN0P_
-- where the power goes --
part	total, mW	internal [mW]	switching [mW]
logic	0.00607	0.00136	0.00470
clock network	0.196	0.0869	0.109
registers	0.302	0.301	0.000653
total	0.504	0.389	0.115
Power figures rest on the tool's default switching activity, not on a simulated workload.
